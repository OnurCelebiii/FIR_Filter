===== /design/flow/constraint.sdc =====
current_design data_module

set clk_period 3.9
set clk_io_pct 0.2

create_clock -name clk0 -period $clk_period [get_ports {clock}]

set non_clock_inputs [all_inputs -no_clocks]
set_input_delay [expr $clk_period * $clk_io_pct] -clock clk0 $non_clock_inputs
set_output_delay [expr $clk_period * $clk_io_pct] -clock clk0 [all_outputs]

===== /design/flow/design.v =====
module data_module #(
	parameter length = 60,
	parameter data_width = 18
)(
	input clock,
	input enable,
	output reg data_set_flag,
	output reg signed [data_width - 1:0] data_out
);
integer data_counter;
reg signed [data_width - 1:0] dataInBuff [0:length - 1];
initial begin
    data_counter   <= 0         ;
    dataInBuff[0]  <= 18'd131071;
	dataInBuff[1]  <= 18'd131071;
	dataInBuff[2]  <= 18'd131071;
	dataInBuff[3]  <= 18'd131071;
	dataInBuff[4]  <= 18'd131071;
	dataInBuff[5]  <= 18'd131071;
	dataInBuff[6]  <= 18'd131071;
	dataInBuff[7]  <= 18'd131071;
	dataInBuff[8]  <= 18'd131071;
	dataInBuff[9]  <= 18'd131071;
	dataInBuff[10] <= 18'd131071;
	dataInBuff[11] <= 18'd131071;
	dataInBuff[12] <= 18'd131071;
	dataInBuff[13] <= 18'd131071;
	dataInBuff[14] <= 18'd131071;
	dataInBuff[15] <= 18'd131071;
	dataInBuff[16] <= 18'd131071;
	dataInBuff[17] <= 18'd131071;
	dataInBuff[18] <= 18'd131071;
	dataInBuff[19] <= 18'd131071;
	dataInBuff[20] <= -18'd131072;
	dataInBuff[21] <= -18'd131072;
	dataInBuff[22] <= -18'd131072;
	dataInBuff[23] <= -18'd131072;
	dataInBuff[24] <= -18'd131072;
	dataInBuff[25] <= -18'd131072;
	dataInBuff[26] <= -18'd131072;
	dataInBuff[27] <= -18'd131072;
	dataInBuff[28] <= -18'd131072;
	dataInBuff[29] <= -18'd131072;
	dataInBuff[30] <= -18'd131072;
	dataInBuff[31] <= -18'd131072;
	dataInBuff[32] <= -18'd131072;
	dataInBuff[33] <= -18'd131072;
	dataInBuff[34] <= -18'd131072;
	dataInBuff[35] <= -18'd131072;
	dataInBuff[36] <= -18'd131072;
	dataInBuff[37] <= -18'd131072;
	dataInBuff[38] <= -18'd131072;
	dataInBuff[39] <= -18'd131072;
	dataInBuff[40] <= 18'd131071;
	dataInBuff[41] <= 18'd0;
	dataInBuff[42] <= -18'd17923;
	dataInBuff[43] <= -18'd666;
	dataInBuff[44] <= 18'd999;
	dataInBuff[45] <= -18'd12361;
	dataInBuff[46] <= -18'd1;
	dataInBuff[47] <= 18'd1251;
	dataInBuff[48] <= 18'd48302;
	dataInBuff[49] <= 18'd8592;
	dataInBuff[50] <= 18'd22341;
	dataInBuff[51] <= -18'd55555;
	dataInBuff[52] <= -18'd32123;
	dataInBuff[53] <= -18'd9898;
	dataInBuff[54] <= 18'd23411;
	dataInBuff[55] <= -18'd23211;
	dataInBuff[56] <= 18'd992;
	dataInBuff[57] <= 18'd73;
	dataInBuff[58] <= -18'd124;
	dataInBuff[59] <= -18'd1231;
end
initial begin
	data_out <= {(data_width){1'd0}};
	data_set_flag <= 1'd0;
	data_counter <= 10'd0;
end
always @(posedge clock) begin
	if(enable) begin: setcoeff
		if(data_counter == length - 1) begin
			data_set_flag <= 1'd1;
		end
		else begin
		  data_out <= dataInBuff[data_counter];
		  data_counter <= data_counter + 10'd1;
        end
	end
	else begin
		data_set_flag <= 1'd0;
		data_counter <= 10'd0;
		data_out <= {(data_width){1'd0}};
	end
end
endmodule

===== /design/flow/config.mk =====
export PLATFORM = sky130hd
export DESIGN_NAME = data_module
export DESIGN_NICKNAME = data_module
export VERILOG_FILES = /design/flow/design.v
export SDC_FILE = /design/flow/constraint.sdc
export NUM_CORES = 4
export LEC_CHECK = 1
export CORE_UTILIZATION = 30

===== /design/flow/run.sh =====
#!/bin/bash
# OpenROAD 26Q1-2900-gdf79404cd8, Yosys 0.63+post, stock flow scripts
make -C /OpenROAD-flow-scripts/flow DESIGN_CONFIG=/design/flow/config.mk WORK_HOME=/design/flow/orfs finish

==> impl_metrics.py <==
# Synthesis and PnR figures
metrics = {
    "min_path": {
        "hold_path_class": "flop to flop",
    },
    "final_layout": {
        "area_growth_pct": 14.01,
        "drive_above_1_share": 0.05080,
        "mostFrequentLayoutCell": "dfxtp_1",
        "fillers": 994,
        "mostFrequentLayoutCells": "51 x dfxtp_1, 26 x nand2_1, 26 x o21ai_0",
    },
    "synth": {
        "mappedNetlistArea_um2": 2947,
        "synth.avg_cell_area_um2": 7.942,
        "ys_area_um2": 2947,
        "ff_type": "dfxtp_1",
        "ys_cells": 371,
        "ys_ff": 51,
        "yosys.cell_types.count": 54,
        "enable_flop_cells": 0,
        "ys_seq_frac": 0.3465,
        "yosysWarnings": 1,
        "synth_async_sr_flop_share": 0,
        "synthCells": 371,
    },
    "setup_path": {
        "cp-start-kind": "flop",
        "cp_max_fo": 27,
        "cp-end-kind": "flop",
        "worstPathCellList": "ha_1 > nor4b_1 > nand4_1 > or2_2 > o221a_2",
        "critPathKind": "flop to flop",
        "critPathSlowestCell": "dfxtp_1",
        "required_ps": 4100,
        "critical_path_arrival_ps": 2800,
        "crit_path_max_incr_delay_ps": 840,
    },
    "floorplanning": {
        "rows": 35,
        "die_area_um2": 10220,
        "die_h_um": 101.1,
        "die_x_um": 101.1,
        "ios": 21,
        "fp-utilization": 0.3144,
        "core_um2": 9371,
    },
    "pwr": {
        "ir_worst_vdd_mv": 0.1714,
        "power_switching_mw": 0.2447,
        "clkPwrFrac": 0.404,
        "cellPowerDensity_nw_per_um2": 320.4,
        "power_leakage_nw": 1.155,
        "p_int_mw": 0.8316,
        "switching_share": 0.2273,
        "power_frac_comb": 0.086,
        "pwr-share-seq": 0.511,
    },
    "drt": {
        "route.detailed.drc": 0,
        "antenna_left": 0,
        "diodes": 0,
        "wl_um": 6930,
        "via_per_inst": 5.231,
        "detail_route.iter0.violations": 180,
        "drt_pass1_iterations": 4,
        "wl_per_cell_um": 13.78,
        "dr_total_vias": 2631,
    },
    "sta": {
        "tightest_slew_ps": 783.2,
        "skew_ps": 9.564,
        "whs_ps": 468.8,
        "finalHoldViolCount": 0,
        "finalSetupTns_ps": 0,
        "period_needed_ps": 2603,
        "rsz0062_at_grt": "no",
        "max_freq_mhz": 384.2,
        "finalClockPeriodUsage": 0.6673,
        "relSlewSlack": 0.4772,
        "setup_violations": 0,
        "maxSlewViolCount": 0,
    },
    "clocking": {
        "cts_resized": 0,
        "cts_tree": "built",
        "cts.path.max_buffers": 2,
        "clkSinkCount": 51,
        "htree_levels": 2,
        "cts_setup_buffers": 0,
        "path_clk_slew_ps": 90,
        "root_buffer": "clkbuf_8",
        "numCtsBuffers": 5,
        "insertion_delay_ps": 310,
        "holdBufCountCts": 0,
    },
    "global_routing": {
        "grt.total_usage": 0.1472,
        "grt_pass1_wl_um": 12090,
        "grt_overflow": 0,
        "grt_antenna_before_repair": 0,
        "grt_pass1_vias": 2467,
        "grt_max_degree": 53,
    },
    "job": {
        "warnings": 31,
        "max-cap-violations": 0,
    },
    "placement": {
        "dp_hpwl_um": 4497,
        "port_buffers": 20,
        "place.gp.congestion": 0.9239,
    },
    "outcome": {
        "outcome": "finished, final reports clean",
    },
}
-- per-stage QoR --
stage,utilization,std cells,instance area [um2],power (mW),worst slack [ps]
finish,0.3585,503,3359,1.076,1297
global route,0.3585,503,3359,1.124,1131
CTS,0.3585,503,3359,1.091,1298
detailed placement,0.3439,495,3223,0.6512,1338
global placement,0.3439,495,3223,0.6517,1402
floorplan,-,371,2947,0.6139,1597
-- area by class of cell --
class | instances | area, um2 | area share
clock inverters | 3 | 67.56 | 0.02011
flip-flops and latches | 51 | 1021 | 0.3039
clock buffers | 5 | 68.82 | 0.02048
repair buffers | 26 | 245.2 | 0.07300
inverters | 8 | 30.03 | 0.008939
multi-input cells | 281 | 1765 | 0.5255
well taps | 129 | 161.4 | 0.04804
-- kinds of logic (layout without fill, tap and decap cells) --
group | count (synthesis) | after routing | synth area share
and+or+nand+nor | 159 | 159 | 0.2998
AOI/OAI and AO/OA | 89 | 89 | 0.1919
DFF | 51 | 51 | 0.3465
buffers and inverters | 39 | 42 | 0.05435
xor gates and xnor gates | 25 | 25 | 0.07431
adders and majority gates | 7 | 7 | 0.02972
muxes | 1 | 1 | 0.003397
-- metal layers --
metal,routed length [um],vias up,share of wire,track usage
li1,-,1323,-,-
met1,3639,1245,0.53,0.2467
met2,2989,54,0.43,0.2119
met3,235,9,0.034,0.01763
met4,65,0,0.0094,0.01115
met5,0,-,0,0
-- worst paths after layout --
check / startpoint / end / slack (ps) / depth (start not counted)
setup / recovery: data_counter[0] / data_out[3] / 1300 / 5
hold / removal: data_out[17] / data_out[17] / 470 / 2
setup reg to reg: data_counter[0] / data_out[3] / 1300 / 5
hold reg to reg: data_out[17] / data_out[17] / 470 / 2
-- synthesized netlist by cell type (all sizes together), types with 11 or more instances --
cell / n / area share
xnor2: 20 / 0.059
o21ai: 26 / 0.044
a21oi: 25 / 0.042
nor4: 11 / 0.023
nand3: 15 / 0.030
nand2: 26 / 0.033
nor2: 21 / 0.027
nand4: 14 / 0.030
and2: 23 / 0.049
clkbuf: 19 / 0.024
buf: 12 / 0.020
dfxtp: 51 / 0.35
-- power groups by stage --
stage                 sequential (mW)  clock (mW)  combinational, mW
after CTS                       0.550       0.450             0.0910
after global routing            0.553       0.468              0.103
final                           0.550       0.434             0.0921
-- flip-flops by register name (all words and copies together) (netlist names) --
signal and cells:
data_out 18, data_set_flag 1, data_counter 32
-- critical path, delay by kind of cell, from the launching register on --
| family | cells | cell delay, ps |
|---|---|---|
| adder cells (fa/ha/maj) | 1 | 330 |
| AND/OR/NAND/NOR | 3 | 970 |
| AND-OR/OR-AND | 1 | 340 |
| flip-flops | 1 | 840 |
No activity file was given, so power comes from the tool's default toggle rates.
