===== ./design.v =====
module coeff_module #(
	parameter length = 20,
	parameter data_width = 18
)(
	input clock,
	input enable,
	output reg coeff_set_flag,
	output reg signed [data_width - 1:0] coeff_out
);
integer coeff_counter;
reg signed [data_width - 1:0] coeff [0:length - 1];
initial begin
	coeff[0] <= 18'd34124;
	coeff[1] <= 18'd3114;
	coeff[2] <= 18'd0;
	coeff[3] <= 18'd4991;
	coeff[4] <= 18'd12522;
	coeff[5] <= -18'd7711;
	coeff[6] <= -18'd5151;
	coeff[7] <= 18'd81122;
	coeff[8] <= 18'd9890;
	coeff[9] <= 18'd1091;
	coeff[10] <= -18'd9111;
	coeff[11] <= -18'd10369;
	coeff[12] <= 18'd911;
	coeff[13] <= 18'd1121;
	coeff[14] <= 18'd591;
	coeff[15] <= 18'd7590;
	coeff[16] <= 18'd19;
	coeff[17] <= 18'd5811;
	coeff[18] <= -18'd970;
	coeff[19] <= 18'd10000;
end
initial begin
	coeff_out <= {(data_width){1'd0}};
	coeff_set_flag <= 1'd0;
	coeff_counter <= 10'd0;
end
always @(posedge clock) begin
	if(enable) begin: setcoeff
		coeff_out <= coeff[coeff_counter];
		coeff_counter <= coeff_counter + 10'd1;
		if(coeff_counter >= length - 1) begin
			coeff_set_flag <= 1'd1;
		end
	end
	else begin
		coeff_set_flag <= 1'd0;
		coeff_counter <= 10'd0;
		coeff_out <= {(data_width){1'd0}};
	end
end
endmodule

===== ./run.sh =====
#!/bin/bash
# OpenROAD 26Q1-2900-gdf79404cd8, Yosys 0.63+post, stock flow scripts
make -C /OpenROAD-flow-scripts/flow DESIGN_CONFIG=/design/flow/config.mk WORK_HOME=/design/flow/orfs finish

===== ./config.mk =====
export PLATFORM = sky130hd
export DESIGN_NAME = coeff_module
export DESIGN_NICKNAME = coeff_module
export VERILOG_FILES = /design/flow/design.v
export SDC_FILE = /design/flow/constraint.sdc
export NUM_CORES = 4
export LEC_CHECK = 1
export CORE_UTILIZATION = 50

===== ./constraint.sdc =====
current_design coeff_module

set clk_period 4.1
set clk_io_pct 0.2

create_clock -name clk0 -period $clk_period [get_ports {clock}]

set non_clock_inputs [all_inputs -no_clocks]
set_input_delay [expr $clk_period * $clk_io_pct] -clock clk0 $non_clock_inputs
set_output_delay [expr $clk_period * $clk_io_pct] -clock clk0 [all_outputs]

==> impl_metrics.yaml <==
# yosys + openroad results
setup_path:
  crit_family: "simple AND/OR/NAND/NOR gates"
  worstPathArrival_ns: 2.79
  critPathMaxStageDelay_ns: 0.69
  crit_type: "reg -> reg"
  worstPathCellList: "ha_1 > nand3_2 > or4_4 > or4_4 > mux2i_1"
  rrSetupSlack_ns: 1.51
  reg2regPathDepth: 5
  cpMostUsedCell: "or4_4"
  cp.required_ns: 4.30
  critPathBufInv: 0
  cp_max_fo: 15
  reg2reg_to: "coeff_counter[30]"
  start_kind: "flip-flop"
  reg2reg_from: "coeff_counter[0]"
  cp_slowest_cell: "or4_4"
  endpoint_kind: "flip-flop"
grt:
  grt_pass1_vias: 1831
  gr-usage-all-layers_pct: 21.5
  grt_max_degree: 32
  globalRouteOverflowTotal: 0
  grt_pass1_wl_um: 8770
  antenna_found_initial: 0
min_path:
  min_path_cells: 2
  min-delay-start: "coeff_counter[28]"
  hold_class: "reg -> reg"
  hold_end: "coeff_counter[28]"
logic_synthesis:
  postSynthCellCount: 296
  synth_cell_types: 46
  yosys.area.top_type: "dfxtp_1"
  ys_cells: 296
  synth-area-yosys_mm2: 0.00250
  yosys_warnings: 1
  async_flop_share_pct: 0
  ys_seq_share_pct: 40.0
  yosysMostFrequentCell: "dfxtp_1"
  synth_flops: 50
  edf_count: 0
  synth_area_mm2: 0.00250
  ff_type: "dfxtp_1"
  common_cells: "dfxtp_1 (50), nand2_1 (30), nor2_1 (24), a21oi_1 (21), nor4_1 (15)"
  synth_area_per_cell_um2: 8.46
  area_leaders: "dfxtp_1 (40%), nand2_1 (4.5%), a21oi_1 (4.2%)"
  synth_top_area_share_pct: 40.0
floorplan:
  chipWidth_um: 72.8
  dieArea_mm2: 0.00530
  core_mm2: 0.00479
  initial_core_util_pct: 52.3
  rows: 25
  ios: 21
  dieHeight_um: 72.8
cells_and_area:
  area_delta_synth_final_pct: 13.3
  finish.utilization_pct: 59.3
  design_area_mm2: 0.00284
  drive_above_1_share_pct: 6.49
timing:
  setup_tns_ns: 0
  drv_slew: 0
  min_period_ns: 2.59
  slew_headroom_pct: 43.6
  finClkSkew_ns: 0.00950
  setup_violations: 0
  worstMarginPinSlew_ns: 0.844
  rsz0062_at_grt: "false"
  min_period_over_period_pct: 63.1
  fmax_ghz: 0.387
  whs_ns: 0.489
  hold_viol_final: 0
run:
  drv_cap: 0
  openroad.warnings: 31
power_and_ir_drop:
  power.leakage_nw: 0.963
  peakVddDrop_v: 0.000191
  powerDensity_mw_per_mm2: 334
run_status:
  status: "completed"
route:
  drt_iter0_drc: 131
  antennaDiodeCount: 0
  viasPerCell: 5.59
  drc: 0
  vias: 2096
  wl_per_cell_um: 13.7
  wl_um: 5150
  drtPass1Iterations: 4
  ant_nets: 0
clock_tree:
  ctsResizeCount: 0
  post-cts-setup-buffers: 0
  cts_root_buf: "clkbuf_8"
  cts_made_buffers: 5
  clock-sinks: 50
  htree_levels: 2
  cts_tree: "done"
  clkLatencyLatePin_ns: 0.30
  path_clk_slew_ns: 0.09
  cts_buffer_depth: 2
  holdBufCountCts: 0
placed_design:
  io_buffers: 20
  dpl_cell_area_mm2: 0.00273
  dp_hpwl_um: 3400
  gp_congestion: 0.895
flip-flops by register name (all words and copies together) (netlist names):
register and count:
coeff_counter 32, coeff_out 17, coeff_set_flag 1
tightest hold or removal path, stage by stage, from the launching register on:
cell and delay (ns):
dfxtp_1 0.34, nand2_1 0.06, mux2i_1 0.05
kinds of logic (layout without fill, tap and decap cells):
kind of cell    after synthesis  count (layout)  synth area share [%]
xor+xnor                     10              10                  3.50
flops                        50              50                  40.0
fa+ha+maj                     7               7                  3.50
buf+inv                      29              41                  4.74
compound gates               57              57                  14.7
mux                          11              11                  4.95
simple gates                132             132                  28.6
how the worst max path moves through the flow:
stage | slack (ns) | cells after the start | from | endpoint
CTS | 1.52 | 5 | coeff_counter[0] | coeff_counter[30]
global route | 1.33 | 4 | coeff_counter[2] | coeff_counter[31]
finish | 1.51 | 5 | coeff_counter[0] | coeff_counter[30]
cell type report:
cell class | count | area (µm²)
Fill cell | 424 | 1950
Inverter | 10 | 37.5
Multi-Input combinational cell | 217 | 1390
Clock inverter | 3 | 40.0
Sequential cell | 50 | 1000
Timing Repair Buffer | 23 | 223
Tap cell | 67 | 83.8
Clock buffer | 5 | 68.8
placed cells by master (no fill, tap or decap), types with 7 or more instances in the layout:
master           Yosys  routed
dfxtp_1             50      50
clkdlybuf4s50_1      0      20
mux2i_1              9       9
nor4_1              15      15
nor2_1              24      24
nand2_1             30      30
inv_1                9       9
nor3_1               7       7
o21ai_0              8       8
o31ai_1              7       7
a21oi_1             21      21
or4_1                7       7
ha_1                 7       7
xnor2_1              7       7
nand3_1              9       9
nand2b_1            11      11
where the power goes:
| part | internal, W | switching (W) | total [W] |
|---|---|---|---|
| clock | 0.000180 | 0.000161 | 0.000341 |
| combinational | 0.0000504 | 0.0000432 | 0.0000936 |
| sequential | 0.000501 | 0.0000125 | 0.000513 |
metrics by stage:
stage	power (W)	cells	setup slack, ns
final	0.000948	375	1.51
after global routing	0.000989	375	1.33
after CTS	0.000957	375	1.52
after detailed placement	0.000618	367	1.54
after global placement	0.000618	367	1.58
after floorplan	0.000576	296	1.90
layer usage:
| metal | up-vias | part of all wire, % | global-route usage, % |
|---|---|---|---|
| li1 | 1089 | - | - |
| met3 | 4 | 4.3 | 3.22 |
| met2 | 43 | 41 | 29.7 |
| met5 | - | 0 | 0 |
| met1 | 960 | 54 | 37.6 |
| met4 | 0 | 0.66 | 1.74 |
Power figures rest on the tool's default switching activity, not on a simulated workload.
